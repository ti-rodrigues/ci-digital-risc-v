## flow/design.v

```verilog
module ALU(a, b, ALUControl, result);
	input wire [31:0]	a, b;
	input wire [3:0]	ALUControl;
	output reg [31:0]	result;
  wire signed [31:0] signed_a, signed_b;
  assign signed_a = a;
  assign signed_b = b;  
  localparam ADD = 4'b0000;
  localparam SUB = 4'b0001;  
  localparam AND = 4'b0010;  
  localparam OR  = 4'b0011; 
  localparam XOR = 4'b0100; 
  localparam SLL = 4'b0101; 
  localparam SRL = 4'b0110;
  localparam SRA = 4'b0111;
  localparam EQ =  4'b1000; 
  localparam ULT = 4'b1001; 
  localparam UGTE =4'b1010;
  localparam SLT = 4'b1011;
  localparam SGTE =4'b1100;
  	always @(*) begin
		case (ALUControl)
          4'd0:
            result = a + b;
          4'd1:
            result = a - b;
          4'b0010:
            result = a & b;
          OR:
            result = a | b;
          XOR: 
            begin
            result = a ^ b;
            end
          SLL:
            result = a << b[4:0];
          SRL:
          	result = a >> b[4:0];
          SRA:
            result = a >>> b[4:0];
          EQ:
            result = (a == b) ? 32'd1 : 32'd0;
          ULT:
            result = (a < b) ? 32'd1 : 32'd0;
          UGTE:
            result = (a >= b) ? 32'd1 : 32'd0;
          SLT:
            result = (signed_a < signed_b) ? 32'd1 : 32'd0;
          SGTE:
            result = (signed_a >= signed_b) ? 32'd1 : 32'd0;
          default:
            result = 32'd0;
        endcase
    end
endmodule
```

## flow/run.sh

```bash
#!/bin/bash
# OpenROAD 26Q1-2900-gdf79404cd8, Yosys 0.63+post, stock flow scripts
make -C /OpenROAD-flow-scripts/flow DESIGN_CONFIG=/design/flow/config.mk WORK_HOME=/design/flow/orfs finish
```

## flow/config.mk

```make
export PLATFORM = sky130hd
export DESIGN_NAME = ALU
export DESIGN_NICKNAME = ALU
export VERILOG_FILES = /design/flow/design.v
export SDC_FILE = /design/flow/constraint.sdc
export NUM_CORES = 4
export LEC_CHECK = 1
export CORE_UTILIZATION = 40
```

## flow/constraint.sdc

```tcl
current_design ALU

set clk_period 14.3
set clk_io_pct 0.2

create_clock -name clk0 -period $clk_period

set non_clock_inputs [all_inputs -no_clocks]
set_input_delay [expr $clk_period * $clk_io_pct] -clock clk0 $non_clock_inputs
set_output_delay [expr $clk_period * $clk_io_pct] -clock clk0 [all_outputs]
```

==> results.sh <==
# physical design summary
export IMPL_outcome="finished, final reports clean"
export IMPL_final_hold_viol_count=0
export IMPL_ys_warnings_count=1
export IMPL_detailed_router_s_first_iteration_violation_count=1150
export IMPL_crit_fanout=14
export IMPL_hold_path_endpoint="result[7]"
export IMPL_synthesized_chip_area_reported_by_yosys_sq_mm=0.008394
export IMPL_vdd_drop_max_v=0.00001637
export IMPL_chip_area_sq_mm=0.02157
export IMPL_power_per_cell_area_mw_per_mm2=41.45
export IMPL_synth_lib_cells_used_distinct=84
export IMPL_critPathLaunchType="input pin"
export IMPL_critical_path_slowest_cell="clkdlybuf4s50_1"
export IMPL_p_leak_nw=3.906
export IMPL_critical_path_required_ns=11.44
export IMPL_cts_repair_timing_setup_buffer_count=0
export IMPL_post_route_min_period_ns=10.61
export IMPL_design_core_area_sq_mm=0.02043
export IMPL_max_freq_ghz=0.09427
export IMPL_worst_slew_margin_rel_pct=46.61
export IMPL_syn_instance_count=1259
export IMPL_gr_total_overflow=0
export IMPL_place_hpwl_microns=31900
export IMPL_synth_dominant_cell_count="nand2_1"
export IMPL_timing_worst_slew_pin_value_ns=0.7786
export IMPL_stdcell_area_sq_mm=0.009525
export IMPL_placement_cell_area_sq_mm=0.009523
export IMPL_drtAntennaViolNets=0
export IMPL_seq_area_sq_um=0
export IMPL_placement_io_buffers=100
export IMPL_netlist_area_sq_mm=0.008394
export IMPL_yosysTopAreaCellShare_pct=14.46
export IMPL_report_final_slew_viol_count=0
export IMPL_top_cells_area="ha_1 (14%), mux4_2 (9.1%), a21oi_1 (7.0%)"
export IMPL_syn_to_final_growth_pct=13.47
export IMPL_synth_yosys_num_cells=1259
export IMPL_wl_per_cell_microns=26.04
export IMPL_critical_path_buf_inv_count=3
export IMPL_cap_viol_max_count=0
export IMPL_globalplace_congestion=1.098
export IMPL_worst_hold_path_cell_count=5
export IMPL_seq_cell_count=0
export IMPL_largest_net_degree_at_the_start_of_global_routing=68
export IMPL_globalRouteTotalUtil_pct=37.93
export IMPL_swShare_pct=61.15
export IMPL_yosys_area_top_type="ha_1"
export IMPL_timing_critical_path_depth=13
export IMPL_chipHeight_microns=146.9
export IMPL_cts_resized=0
export IMPL_first_global_vias=9666
export IMPL_first_pass_iters=6
export IMPL_internal_power_component_mw=0.1534
export IMPL_net_switching_power_mw=0.2415
export IMPL_antenna_found_initial=2
export IMPL_log_warning_count=97
export IMPL_drt_drc_violations_left=0
export IMPL_layout_drive_gt1_share_pct=7.436
export IMPL_worst_ep_arrival_time_ns=7.75
export IMPL_floorplan_die_width_microns=146.9
export IMPL_layout_clock_buffers=0
export IMPL_cp_end_kind="output port"
export IMPL_finalSetupViolations=0
export IMPL_avgSynthCellArea_sq_um=6.667
export IMPL_cp_cell_sequence="clkdlybuf4s50_1, clkinv_1, ha_1, nand2b_1, o311ai_1, a211oi_1, o21ai_1, o41ai_1, o21ai_0, a211oi_1, nor4_1, a21oi_1, clkdlybuf4s50_1"
export IMPL_critPathTopFamily="AND-OR/OR-AND gates"
export IMPL_finalCritPeriodShare_pct=74.18
export IMPL_ys_top_cells_by_count="nand2_1 (138), nor2_1 (127), a21oi_1 (118)"
export IMPL_hold_path_startpoint="b[3]"
export IMPL_grt_first_pass_wirelength_microns=60470
export IMPL_setup_repair_after_global_routing_missed_its_margin="no"
export IMPL_detail_route_vias_per_cell=6.702
export IMPL_routed_wl_microns=40670
export IMPL_worst_min_delay_path_category="in2out"
export IMPL_rows=52
export IMPL_postCtsHoldBufs=0
export IMPL_worstSetupPathType="in2out"
export IMPL_boundaryPins=100
export IMPL_ys_seq_share_pct=0
export IMPL_core_util_floorplan_pct=41.09
export IMPL_final_setup_tns_ns=0
export IMPL_detailroute_via_count=10468
export IMPL_cpPeakStageDelay_ns=0.85
## logic make-up (layout without fill, tap and decap cells)
group	Yosys count	after routing	synth area share [%]
xor+xnor	11	11	1.148
buf+inv	197	229	9.360
mux	94	94	16.43
simple gates	393	393	21.23
fa+ha+maj	99	99	14.94
compound gates	465	465	36.91
other cells	0	1	0
## layout make-up
| class | count | area (sq um) |
|---|---|---|
| fillers | 2171 | 10900 |
| multi-input cells | 1062 | 7627 |
| repair buffers | 124 | 1164 |
| inverters | 105 | 394.1 |
| well taps | 270 | 337.8 |
| diodes | 1 | 2.502 |
## metrics by stage
step | instances | util [%] | setup slack [ns] | hold slack [ns] | power, mW
after detailed placement | 1561 | 46.61 | 3.813 | 6.924 | 0.3810
final | 1562 | 46.63 | 3.693 | 6.943 | 0.3949
after global routing | 1561 | 46.61 | 3.518 | 6.990 | 0.4203
after global placement | 1561 | 46.61 | 3.836 | 6.935 | 0.3842
after floorplan | 1259 | - | 5.220 | 5.926 | 0.2333
after CTS | 1561 | 46.61 | 3.785 | 6.936 | 0.3834
## worst max path at each step
stage / from / slack, ns / to
final: b[4] / 3.69 / result[30]
after CTS: b[4] / 3.79 / result[30]
after global routing: b[4] / 3.52 / result[30]
## power by group through the flow
stage | combinational (mW) | sequential (mW) | clock, mW
after CTS | 0.383 | 0 | 0
after global routing | 0.420 | 0 | 0
## cells in the final DEF, fill, tap and decap left out, types with 5 or more instances in the layout
cell and count:
a211oi_1 19, nor4_1 14, o211ai_1 16, xnor2_1 7, nand2_1 138, o221ai_1 19, o21ai_0 102, nand2b_1 11
mux2_2 10, or3_1 5, a31oi_1 9, nand3_1 27, a221oi_1 16, o22ai_1 31, nor3_1 33, a221o_1 9
o21bai_1 16, clkdlybuf4s50_1 96, nand4_1 5, o31ai_1 9, a22oi_1 18, mux2i_1 50, inv_1 101, nor2_1 127
o2111ai_1 9, a21oi_1 118, o21a_1 6, a21o_1 9, ha_1 97, a211o_1 7, buf_4 25, mux4_2 34
## tightest hold or removal path: stages
cell,delay (ns)
buf_2,0.11
buf_4,0.33
o211ai_1,0.27
nand3_1,0.09
clkdlybuf4s50_1,0.42
## layer usage
metal	routed length (microns)	vias up	global-route usage, %
met4	963	2	7.135
met2	17440	683	56.18
met1	17200	4928	55.50
met5	12	-	0
met3	5056	60	10.49
li1	-	4795	-
Power is estimated from default activity; no workload was simulated.
